--- flow/run.sh ---
#!/bin/bash
# OpenROAD 26Q1-2900-gdf79404cd8, Yosys 0.63+post, stock flow scripts
make -C /OpenROAD-flow-scripts/flow DESIGN_CONFIG=/design/flow/config.mk WORK_HOME=/design/flow/orfs finish
--- flow/config.mk ---
export PLATFORM = sky130hd
export DESIGN_NAME = boron_enc
export DESIGN_NICKNAME = boron_enc
export VERILOG_FILES = /design/flow/design.v
export SDC_FILE = /design/flow/constraint.sdc
export NUM_CORES = 4
export LEC_CHECK = 1
export CORE_UTILIZATION = 50
export SYNTH_HDL_FRONTEND = slang
--- flow/constraint.sdc ---
current_design boron_enc

set clk_period 22.3
set clk_io_pct 0.2

create_clock -name clk0 -period $clk_period [get_ports {clk}]

set non_clock_inputs [all_inputs -no_clocks]
set_input_delay [expr $clk_period * $clk_io_pct] -clock clk0 $non_clock_inputs
set_output_delay [expr $clk_period * $clk_io_pct] -clock clk0 [all_outputs]
--- flow/design.v ---
module XOR_layer (
    input [63:0] i_xor, output [63:0] o_xor
);
    assign o_xor = {(i_xor[63:48]^i_xor[47:32]^i_xor[15:0]), (i_xor[47:32]^i_xor[15:0]),(i_xor[63:48]^i_xor[31:16]), (i_xor[63:48]^i_xor[31:16]^i_xor[15:0])};
endmodule
module add_round_key (
    input [63:0] i_ark_msg, [63:0] i_ark_key,
    output [63:0] o_ark_cipher
);
    wire [63:0] xor_msg_key;
    wire [63:0] sb2pl;
    assign xor_msg_key = i_ark_key ^ i_ark_msg;
    genvar j;
    generate    
    for(j=0; j < 16; j = j + 1) begin
            s_box sb(.i_sb(xor_msg_key[(4*j + 3):4*j]), .o_sb(sb2pl[(4*j + 3):4*j]));
        end
    endgenerate
    permutation_layer pl(.i_pl(sb2pl), .o_pl(o_ark_cipher));
endmodule
module block_shuffle (
    input [15:0] i_bs, output [15:0] o_bs
);
    assign o_bs = {i_bs[7:4], i_bs[3:0], i_bs[15:12], i_bs[11:8]};
endmodule
module boron_enc (
    input  clk, rst, start, [63:0] plain_text, [79:0] master_key,  
    output reg done, reg [63:0] cipher_text 
);
    parameter IDLE = 3'b000, ROUND = 3'b001, FINAL = 3'b010;
    reg [2:0] reg_sm_main = 3'b0;
    reg [4:0] reg_round_counter = 5'b0;
    reg [63:0] reg_plaintext;
    wire [63:0] reg_nextplaintext;
    reg [79:0] reg_key;
    wire [79:0] reg_nextkey;
    key_scheduler ks(.clk(clk), .rst(rst), .round_counter(reg_round_counter), .i_ks_oldkey(reg_key), .o_ks_newkey(reg_nextkey));
    add_round_key ark(.i_ark_msg(reg_plaintext), .i_ark_key(reg_key[63:0]), .o_ark_cipher(reg_nextplaintext));
    always @(posedge clk ) begin
        case (reg_sm_main)
            IDLE:  
                if(start) begin
                   reg_plaintext <= plain_text; 
                    reg_key <= master_key;
                   reg_sm_main <= ROUND;
                end
                else
                    reg_sm_main <= IDLE;
            ROUND:
                if(reg_round_counter < 25) begin
                   reg_plaintext <= reg_nextplaintext;
                   reg_key <= reg_nextkey;
                    reg_sm_main <= ROUND;
                end
                else if(reg_round_counter == 25)
                    reg_sm_main <= FINAL;
            FINAL: 
            begin
                cipher_text <=(reg_nextkey[63:0] ^ reg_nextplaintext);
                done <= 1'b1;
            end
            default: 
                reg_sm_main <= IDLE;
        endcase
    end
    always @(negedge clk ) begin
        if(!rst) begin
            reg_round_counter <= 0;
        end
        else if(reg_sm_main == ROUND) begin
            reg_round_counter <= reg_round_counter + 1;
        end
    end
endmodule
module key_scheduler (
    input clk, rst, [4:0] round_counter, [79:0] i_ks_oldkey, output [79:0] o_ks_newkey 
);
    wire [79:0] level_shift;
    wire [79:0] level_sbox;
    wire [4:0] xor_rc;
    round_permutation #(.shift(13), .data_length(80)) rp (.i_rp(i_ks_oldkey), .o_rp(level_shift));
    s_box sb(.i_sb(level_shift[3:0]), .o_sb(level_sbox[3:0]));
    assign level_sbox[79:4] = level_shift[79:4];
    assign xor_rc = level_sbox[63:59]^(round_counter -1);
    assign o_ks_newkey = {level_sbox[79:64], xor_rc, level_sbox[58:0]};
endmodule
module permutation_layer (
    input [63:0] i_pl, output [63:0] o_pl
);
    wire [63:0] bs2rp;
    wire [63:0] rp2xor;
    genvar i;
    generate
        for (i = 0; i < 4; i = i +1 ) begin
            block_shuffle bs(.i_bs(i_pl[(16*i + 15):16*i]), .o_bs(bs2rp[(16*i + 15):16*i]));
        end
    endgenerate
            round_permutation #(.shift(1), .data_length(16)) rp0(.i_rp(bs2rp[(16*0 + 15):16*0]), .o_rp(rp2xor[15:0]));
            round_permutation #(.shift(4), .data_length(16)) rp1(.i_rp(bs2rp[(16*1 + 15):16*1]), .o_rp(rp2xor[(16 + 15):16*1]));
            round_permutation #(.shift(7), .data_length(16)) rp2(.i_rp(bs2rp[(16*2 + 15):16*2]), .o_rp(rp2xor[(16*2 + 15):16*2]));
            round_permutation #(.shift(9), .data_length(16)) rp3(.i_rp(bs2rp[(16*3 + 15):16*3]), .o_rp(rp2xor[(16*3 + 15):16*3]));
    XOR_layer xl(.i_xor(rp2xor), .o_xor(o_pl));
endmodule
module round_permutation #(
    parameter [5:0] shift = 5'b0000,
    parameter [7:0] data_length = 8'd16
)(
    input [data_length - 1:0] i_rp,  output [data_length - 1:0] o_rp
); 
assign o_rp = (i_rp << shift) | (i_rp >> (data_length - shift));
endmodule
module s_box (
    input [3:0] i_sb, output [3:0] o_sb
);
    assign o_sb[0] = (!i_sb[3]&!i_sb[2]&i_sb[1]) | (!i_sb[2]&i_sb[1]&i_sb[0]) 
    | (!i_sb[3]&i_sb[2]&!i_sb[1]) | (i_sb[2]&!i_sb[1]&i_sb[0]) | 
    (i_sb[3]&!i_sb[2]&!i_sb[1]&!i_sb[0]) | (i_sb[3]&i_sb[2]&i_sb[1]&!i_sb[0]);
    assign o_sb[1] = (!i_sb[3]&!i_sb[2]&!i_sb[0]) | (!i_sb[3]&!i_sb[1]&!i_sb[0]) | (i_sb[2]&i_sb[1]&i_sb[0]) 
| (i_sb[3]&!i_sb[2]&i_sb[0]) | (i_sb[3]&i_sb[2]&i_sb[1]);
    assign o_sb[2] = (!i_sb[3]&!i_sb[2]&!i_sb[1]) | (!i_sb[2]&!i_sb[1]&!i_sb[0]) | (!i_sb[3]&i_sb[2]&!i_sb[0]) 
| (i_sb[3]&i_sb[1]&i_sb[0]) | (i_sb[3]&i_sb[2]&i_sb[0]);
    assign o_sb[3] = (!i_sb[3]&!i_sb[2]&!i_sb[0]) | (!i_sb[3]&i_sb[1]&!i_sb[0]) | (!i_sb[3]&i_sb[2]&i_sb[0]) 
| (i_sb[3]&!i_sb[1]&!i_sb[0]) | (i_sb[3]&!i_sb[2]&i_sb[1]&i_sb[0]);
endmodule
==> results_dict.tcl <==
# collected from the flow reports
set metrics [dict create \
    clk_latency_ns 0.57 \
    vias 9500 \
    vias_per_cell 5.39 \
    core_area_mm2 0.0251 \
    fp_util_pct 50.9 \
    place_inst 1715 \
    cts_made_buffers 24 \
    cp_max_fo 5 \
    cts_hold_buf 0 \
    drv_cap 0 \
    area_growth_pct 25.5 \
    wl_per_cell_um 19.2 \
    antenna_found_initial 0 \
    fin_cells 1763 \
    path_buffers 1 \
    cts.path.max_buffers 3 \
    cpPeakStageDelay_ns 0.51 \
    die_h_um 162 \
    grt_pass1_vias 9102 \
    cts_sinks 215 \
    ys.flops 215 \
    synth-cells-yosys 1207 \
    worstSetupPathType "primary input to flop" \
    dieArea_mm2 0.0262 \
    fin_skew_ns 0.0566 \
    cts-resized-gates 0 \
    postSynthSeqShare_pct 50.1 \
    io_pins 212 \
    worstMarginPinSlew_ns 0.771 \
    n_antenna_cell 0 \
    cp_top_family "buffers and inverters" \
    mostFrequentLayoutCell "nand2_1" \
    slew_headroom_pct 48.4 \
    edf_count 210 \
    row_count 58 \
    ys_dominant_reg_cell "edfxtp_1" \
    drc 0 \
    yosys_area_mm2 0.0128 \
    hold_violations 0 \
    globalplace.congestion 0.920 \
    track_usage_pct 28.3 \
    dr.pass1.iters 5 \
    arrival_ns 5.13 \
    cts_tree "done" \
    netlist_area_mm2 0.0128 \
    ys_warn_count 0 \
    drive_above_1_share_pct 5.86 \
    status "completed" \
    totalWireLength_um 33800 \
    place_area_mm2 0.0153 \
    syn_avg_cell_area_um2 10.6 \
    setup_tns_ns 0 \
    slowest_stage "clkdlybuf4s50_1" \
    required_ns 11.65 \
    htreeDepth 1 \
    final_core_util_pct 63.9 \
    lay_top_cells "nand2_1, edfxtp_1, clkdlybuf4s50_1" \
    place_ws_ns 5.92 \
    setup_viol 0 \
    finalInstanceArea_mm2 0.0161 \
    layout_setup_ws_ns 6.51 \
    crit_chain "clkdlybuf4s50_1 -> a21boi_0" \
    crit_path_end_kind "flop" \
    grt_pass1_wl_um 51400 \
    hold_path.class "flop to flop" \
    syn_inst 1207 \
    warning_count 35 \
    cts_setup_buffers 0 \
    grt_max_degree 104 \
    hold_ws_ns 0.526 \
    overflow 0 \
    port_buffers 210 \
    slew_viol_final 0 \
    async_flop_share_pct 0 \
    cts-root-buf "clkbuf_16" \
    place_hpwl_um 25100 \
    ant_nets 0 \
    die_w_um 162 \
    clk_pin_slew_ns 0.06 \
    synth_cell_type_count 62 \
    rsz0062_at_grt "no" \
    drt_iter0_drc 611 \
    start_kind "primary input" \
]
-- state kept, by name, indices dropped and copies added, names as in the netlist --
name,count
reg_round_counter,5
cipher_text,64
reg_sm_main,2
reg_key,80
reg_plaintext,64
-- final timing paths --
kind	from	endpoint	slack, ns	depth (start not counted)
setup / recovery	rst	reg_round_counter[1]	6.51	2
hold / removal	reg_key[65]	reg_key[78]	0.53	2
hold reg to reg	reg_key[65]	reg_key[78]	0.53	2
setup reg to reg	reg_round_counter[0]	reg_key[69]	8.55	5
-- layer usage --
layer / part of all wire, % / track usage [%]
met4: 2.4 / 5.57
met5: 0 / 0
met1: 42 / 44.7
met2: 44 / 40.4
met3: 11 / 11.0
-- cell families (layout without fill, tap and decap cells) --
kind of cell | Yosys count | in the layout | synth area share (%)
other | 1 | 1 | 0.0293
adder cells (fa/ha/maj) | 3 | 3 | 0.294
AND-OR/OR-AND | 214 | 214 | 11.5
flip-flops | 215 | 215 | 50.1
AND/OR/NAND/NOR | 444 | 444 | 14.5
XOR/XNOR | 276 | 276 | 21.4
multiplexers | 9 | 9 | 0.734
buffers and inverters | 45 | 271 | 1.36
-- area by class of cell --
cell class	instances	area, µm²
Clock buffer	34	701
Clock inverter	15	96.3
Fill cell	2011	9060
Inverter	3	11.3
Multi-Input combinational cell	947	6240
Sequential cell	215	6410
Tap cell	330	413
Timing Repair Buffer	219	2180
-- synth_stat cells (all sizes together), types with 6 or more instances --
library cell  instances  area [µm²]
and3                  7        45.1
buf                  12        50.1
a311oi               10         100
nor2                 32         120
nand2               318        1190
nor3                 35         180
xnor3                 7         158
xor3                  7         166
nand3                12        60.1
or3                  11        73.8
a211oi               56         450
o21ai                84         420
and2                 11        68.8
clkbuf               29         109
edfxtp              210        6310
xnor2               186        1710
a21oi                19        98.9
mux2i                 6        60.1
a31oi                 8        50.1
xor2                 76         711
o211ai                8        65.1
